**design/flow/run.sh**
```bash
#!/bin/bash
# OpenROAD 26Q1-2900-gdf79404cd8, Yosys 0.63+post, stock flow scripts
make -C /OpenROAD-flow-scripts/flow DESIGN_CONFIG=/design/flow/config.mk WORK_HOME=/design/flow/orfs finish
```
**design/flow/config.mk**
```make
export PLATFORM = sky130hd
export DESIGN_NAME = cbo
export DESIGN_NICKNAME = cbo
export VERILOG_FILES = /design/flow/design.v
export SDC_FILE = /design/flow/constraint.sdc
export NUM_CORES = 4
export LEC_CHECK = 1
export CORE_AREA = 10 10 100 100
export DIE_AREA = 0 0 110 110
```
**design/flow/constraint.sdc**
```tcl
current_design cbo

set clk_period 8.8
set clk_io_pct 0.2

create_clock -name clk0 -period $clk_period

set non_clock_inputs [all_inputs -no_clocks]
set_input_delay [expr $clk_period * $clk_io_pct] -clock clk0 $non_clock_inputs
set_output_delay [expr $clk_period * $clk_io_pct] -clock clk0 [all_outputs]
```
**design/flow/design.v**
```verilog
module cbo#(
  parameter nStage=64,
  parameter K=2,
  parameter M=2
)(
  input [nStage-1:0] challenge_in,
  input [K-1:0] feedback_in,
  output [nStage-1:0] challenge_out
);
  localparam chain_len = nStage/M;
  wire [nStage-1:0] inner_vector;
  wire [M-1:0] init_obf_vector;
  assign init_obf_vector = {challenge_in[nStage-1 -: K],feedback_in[K-1:0]};
  assign inner_vector[M-1:0] = init_obf_vector ^ challenge_in[M-1:0];
  genvar i;
  generate
    for (i=1; i<chain_len; i=i+1) begin: Obfucasted_group
      assign inner_vector[ M*i +: M] = challenge_in[ M*i +: M] ^ inner_vector[ M*(i-1) +: M];
    end
  endgenerate
  assign challenge_out = inner_vector;
endmodule
```
==> run summary <==
Figures from the flow reports.

Synth:
- The run puts the sequential fraction of the synthesis area at 0%.
- The run puts the synthesized netlist cell count at 122.
- The synthesized netlist occupies a cell area of 1360 sq um.
- The run puts the fraction of synthesized cell area taken by the top area cell type at 39.2%.
- The synthesized design spends more area on one cell type than any other, namely xnor2_1.
- The run gives the cell count in the Yosys report as 122.
- Warnings reported by Yosys during synthesis add up to 0.
- The run gives the number of distinct library cells after synthesis as 11.
- The run gives the synthesized chip area reported by yosys as 1360 sq um.
- The run gives the average cell area after synthesis as 11.2 sq um.
- By area the synthesized netlist is led by xnor2_1, xor2_1, xnor3_1.

Worst setup path:
- The run gives the start-to-end type of the worst setup path as in -> out.
- The run puts the arrival time of data at the critical path endpoint at 4.80 ns.
- The run gives the maximum fanout count along the critical path as 7.
- STA classifies the critical path startpoint as a primary input.
- The worst setup path is captured at a primary output.
- The run gives the data required time at the worst endpoint as 7.04 ns.

Layout:
- By instance count after routing, the leading logic cell types are clkdlybuf4s50_1, xnor2_1, xor2_1, xnor3_1.
- The run gives the share of final-layout standard cells stronger than drive strength 1 as 3.57%.
- The design has 0 sequential cells.
- The run gives the register area as 0 sq um.
- The run gives the layout clock buffer count as 0.
- The library cell used most frequently in the layout, excluding fill and tap cells, is clkdlybuf4s50_1.
- The area growth from synthesis to layout is 105%.
- The run gives the final cell area excluding filler cells as 2790 sq um.

STA:
- Of the available clock period, the critical path in the final layout requires 74.5%.
- The run gives the final setup TNS as 0 ns.
- The worst path in the final design needs a cycle of 6.56 ns, including I/O delays and setup.
- The run puts the worst slew margin relative to its limit at 66.8%.
- The run puts the highest clock rate at 0.152 GHz.
- For reference, the final report shows the max-slew violation count at 0.
- The run puts the final worst-path setup slack at 2.24 ns.
- The run gives the final hold violation count as 0.
- The run gives the final setup violation count as 0.
- The run puts the actual transition at the worst max-transition pin at 0.494 ns.
- Setup repair after global routing left no endpoint under its margin.

Floorplan:
- For reference, the placement row count at floorplan is 32.
- The run puts the effective utilization at floorplan at 17.4%.
- The die is 110 um tall.
- The run puts the number of top-level pins at 130.
- According to the floorplan report, the placeable core area is 7810 sq um.
- The run puts the die area at 12100 sq um.
- The floorplan step set the die width to 110 um.

Drt:
- The final antenna diode tally reported by the flow is 0.
- The run gives the via count normalized by instance count as 3.45.
- The first detailed-routing pass ran for 2 iterations.
- For this block, the initial DRC count from the detailed router was 8.
- The run gives the residual DRC count as 0.
- For this block, the via count after detailed routing is 1223.
- The run gives the total detailed-routing wirelength as 4910 um.
- The script logs the mean routed wire length per placed instance as 13.9 um.
- The run gives the count of antenna-violating nets left after detailed routing as 0.

Placed design:
- The run puts the detailed-placement wirelength estimate at 4660 um.
- The run gives the instance area at placement as 2790 sq um.
- The run gives the number of port buffers as 130.
- Timing analysis after detailed placement gives a worst setup slack of 2.23 ns.
- RePlAce ended its routability-driven mode at a weighted congestion of 0.752.

Pwr:
- The run gives the maximum VDD drop as 0.162 mV.
- For this design the static power due to leakage is 0.00113 uW.
- The report lists the power per cell area as 334 nW/um^2.

Job:
- The run gives the number of max-cap violations as 0.
- The run gives the number of warnings in the stage logs as 32.

Status:
- The run finished with clean final reports.

GRT:
- The run puts the pin count of the biggest net entering global routing at 11.
- The run puts the wire length of the first global-routing pass at 7010 um.
- The run gives the overall fraction of global-route tracks in use as 7.35%.
- The run gives the total overflow reported by the global router as 0.
- The via count of the first global-routing pass is 1223.
- The run puts the number of antenna violations at the first check in global routing at 0.

CTS:
- Post-CTS repair ended up resizing 0 cells.
- The number of hold buffers added after CTS was 0.
- The run gives the total setup buffers inserted after CTS as 0.

Hold path:
- The run gives the path type of the worst min-delay path as in -> out.
## cell usage after synthesis (all sizes together)
library cell and number:
xor2 33, xnor2 64, xor3 7, xnor3 12, inv 6
## final timing paths
path | startpoint | to | slack [ns] | cells past startpoint
max | challenge_in[9] | challenge_out[63] | 2.24 | 7
min | challenge_in[1] | challenge_out[1] | 4.49 | 3
## stage by stage
step | hold slack, ns | util (%) | total power [uW] | cells
CTS | 4.50 | 35.7 | 965 | 354
floorplan | 3.55 | - | 338 | 122
detailed placement | 4.50 | 35.7 | 960 | 354
finish | 4.49 | 35.7 | 932 | 354
global route | 4.53 | 35.7 | 1010 | 354
global placement | 4.49 | 35.7 | 962 | 354
## cells by family (layout without fill, tap and decap cells)
logic type	count (synthesis)	count (layout)	synth area share [%]
XOR/XNOR	116	116	98.3
buffers and inverters	6	136	1.65
## final cells by class
class	count	area, sq um
Tap cell	102	128
Fill cell	788	5020
Timing Repair Buffer	130	1300
Inverter	6	22.5
Multi-Input combinational cell	116	1340
## per-layer routing
metal	GRT usage, %	up-vias	wire length, um
li1	-	644	-
met1	8.22	538	1680
met2	14.3	41	2800
met3	1.94	0	429
met4	0	0	0
met5	0	-	0
## worst max-delay path, cell delays in order
cell	delay, ns
clkdlybuf4s50_1	0.52
xor2_1	0.32
xnor3_4	0.57
xnor3_4	0.53
xnor3_2	0.46
xnor2_1	0.16
clkdlybuf4s50_1	0.48
## where the power goes
group / switching [uW] / internal (uW)
clock: 0 / 0
combinational: 265 / 667
sequential: 0 / 0
total: 265 / 667
Power is estimated from default activity; no workload was simulated.
